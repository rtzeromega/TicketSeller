$ cat flow/design.v
module breath_led(clk,rst,led);
	input clk;              
	input rst;              
	output led;             
	reg [24:0] cnt1;        
	reg [24:0] cnt2;        
	reg flag;               
	parameter   CNT_NUM = 2400;	 
	always@(posedge clk or negedge rst) begin 
		if(!rst) begin
			cnt1<=13'd0;
			end 
                else begin
		     if(cnt1>=CNT_NUM-1) 
                        cnt1<=1'b0;
		     else 
                        cnt1<=cnt1+1'b1; 
                    end
		end
	always@(posedge clk or negedge rst) begin 
		if(!rst) begin
			cnt2<=13'd0;
			flag<=1'b0;
			end 
                else begin
		     if(cnt1==CNT_NUM-1) begin               
			if(!flag) begin                      
				if(cnt2>=CNT_NUM-1)          
                                    flag<=1'b1;
				else
                                    cnt2<=cnt2+1'b1;
			end else begin                      
				if(cnt2<=0)                 
                                    flag<=1'b0;
				else 
                                    cnt2<=cnt2-1'b1;
			end
			end
                            else cnt2<=cnt2;               
			end
			end
	assign	led = (cnt1<cnt2)?1'b0:1'b1;
endmodule
$ cat flow/run.sh
#!/bin/bash
# OpenROAD 26Q1-2900-gdf79404cd8, Yosys 0.63+post, stock flow scripts
make -C /OpenROAD-flow-scripts/flow DESIGN_CONFIG=/design/flow/config.mk WORK_HOME=/design/flow/orfs finish
$ cat flow/config.mk
export PLATFORM = sky130hd
export DESIGN_NAME = breath_led
export DESIGN_NICKNAME = breath_led
export VERILOG_FILES = /design/flow/design.v
export SDC_FILE = /design/flow/constraint.sdc
export NUM_CORES = 4
export LEC_CHECK = 1
export CORE_UTILIZATION = 50
$ cat flow/constraint.sdc
current_design breath_led

set clk_period 9.2
set clk_io_pct 0.2

create_clock -name clk0 -period $clk_period [get_ports {clk}]

set non_clock_inputs [all_inputs -no_clocks]
set_input_delay [expr $clk_period * $clk_io_pct] -clock clk0 $non_clock_inputs
set_output_delay [expr $clk_period * $clk_io_pct] -clock clk0 [all_outputs]
==> impl_metrics.env <==
# source this file to load flow results
export IMPL_grt_setup_unrepaired="no"
export IMPL_powerDensity_nw_per_um2=94.4
export IMPL_antenna_found_initial=0
export IMPL_critPathLaunchType="register"
export IMPL_arrival_ns=2.97
export IMPL_final_antenna_net_count=0
export IMPL_period_needed_ns=4.81
export IMPL_die_x_um=88.9
export IMPL_yosys_cells=431
export IMPL_slew_headroom=0.561
export IMPL_warning_count=25
export IMPL_grt_start_max_net_pins=52
export IMPL_placed_cell_area_um2=3930
export IMPL_worstSkewPairLatency_ns=0.31
export IMPL_ff_type="dfrtp_1"
export IMPL_crit_path_max_incr_delay_ns=0.44
export IMPL_critPathCaptureType="primary output"
export IMPL_cts_resized=0
export IMPL_num_rows=31
export IMPL_syn_inst=431
export IMPL_min_period_over_period=0.523
export IMPL_fin_setup_tns_ns=0
export IMPL_cts_root_buf="clkbuf_8"
export IMPL_die_area_um2=7900
export IMPL_tightestPinTransition_ns=0.659
export IMPL_routabilityCongestion=0.885
export IMPL_edf_count=0
export IMPL_setup_ws_ns=4.39
export IMPL_dp_hpwl_um=5850
export IMPL_synth_area_yosys_um2=3770
export IMPL_final_area_um2=4020
export IMPL_grt_usage=0.220
export IMPL_max_freq_mhz=208
export IMPL_drive_gt1_frac=0.0558
export IMPL_place_inst=539
export IMPL_cp_required_ns=7.36
export IMPL_hold_buffers=0
export IMPL_outcome="complete, no violations"
export IMPL_first_global_vias=2899
export IMPL_drc=0
export IMPL_avgViaCountPerCell=5.50
export IMPL_hp_start="cnt1[0]$_DFF_PN0_"
export IMPL_crit_start="cnt1[10]$_DFF_PN0_"
export IMPL_p_int_mw=0.287
export IMPL_num_vias=3008
export IMPL_slew_violations=0
export IMPL_cts_sinks=51
export IMPL_cts_path_max_buffers=2
export IMPL_grt_overflow=0
export IMPL_fin_skew_ns=0.00808
export IMPL_io_pins=3
export IMPL_fill_cells=697
export IMPL_logic_area_um2=2370
export IMPL_area_delta_synth_final_pct=6.63
export IMPL_ys_types=48
export IMPL_postCtsSetupBuffers=0
export IMPL_power_frac_seq=0.603
export IMPL_pre_cts_ws_ns=4.72
export IMPL_timing_rr_start="flag$_DFFE_PN0P_"
export IMPL_synthArstFlopShare=1.00
export IMPL_setup_violations=0
export IMPL_hp_class="reg -> reg"
export IMPL_grt_first_pass_wirelength_um=13200
export IMPL_slowest_stage="dfrtp_1"
export IMPL_avgRoutedWirePerCell_um=14.1
export IMPL_first_pass_iters=5
export IMPL_cp_common_cell="a21o_1"
export IMPL_hold_violations=0
export IMPL_final_core_util=0.552
export IMPL_path_class="reg -> out"
export IMPL_yosysWarnings=1
export IMPL_syn_cell_area_um2=3770
export IMPL_power_frac_comb=0.034
export IMPL_pwr_share_clk=0.363
export IMPL_power_mw=0.380
export IMPL_first_iter_violations=107
export IMPL_switching_power_mw=0.0932
export IMPL_portBuffers=2
export IMPL_crit_fanout=5
export IMPL_fp_dieH_um=88.9
export IMPL_seq_area_frac_synth=0.338
export IMPL_coreArea_um2=7290
export IMPL_leakage_nw=1.74
export IMPL_cp_cell_sequence="ha_1, a21o_1, a21o_1, a21oi_1, nor2_1, a2111oi_0, o221ai_1, a221oi_1, o21ai_0, clkdlybuf4s50_1"
export IMPL_initCoreUtil=0.518
export IMPL_wirelength_um=7710
export IMPL_final_cells=547
export IMPL_critical_path_top_delay_family="AND-OR/OR-AND gates"
export IMPL_num_antenna_cells=0
export IMPL_drv_cap=0
export IMPL_sw_frac_of_total=0.245
export IMPL_cts_made_buffers=5
export IMPL_critPathBufInv=1
export IMPL_clk_pin_slew_ns=0.11
export IMPL_ys_flops=51
export IMPL_flop_area_um2=1280
export IMPL_cts_max_level=2
export IMPL_whs_ns=0.526
export IMPL_cts_tree="built"
export IMPL_peakVddDrop_mv=0.0786
export IMPL_synth_area_per_cell_um2=8.76
cell families after synthesis:
group / count (synthesis) / synth area share
buf+inv: 40 / 0.0477
fa+ha+maj: 49 / 0.164
mux: 1 / 0.00265
compound gates: 128 / 0.211
flops: 51 / 0.338
xor+xnor: 29 / 0.0693
simple gates: 132 / 0.166
other cells: 1 / 0.000994
registers in the layout, summed over array words and instances (netlist names):
name  cells
flag      1
cnt2     25
cnt1     25
cell usage after synthesis (5+ instances only):
master | count | area, um2
a21o_1 | 15 | 113
a21oi_1 | 35 | 175
a31oi_1 | 6 | 37.5
clkbuf_1 | 5 | 18.8
dfrtp_1 | 51 | 1280
ha_1 | 48 | 601
inv_1 | 31 | 116
nand2_1 | 46 | 173
nand3_1 | 17 | 85.1
nand4_1 | 9 | 56.3
nor2_1 | 30 | 113
nor4_1 | 8 | 50.1
o21a_1 | 5 | 37.5
o21ai_0 | 24 | 120
o21ai_1 | 15 | 75.1
o21ai_2 | 7 | 61.3
xnor2_1 | 17 | 149
xor2_1 | 11 | 96.3
cell type report:
class | count | area share
multi-input cells | 352 | 0.589
flip-flops and latches | 51 | 0.317
well taps | 99 | 0.0308
inverters | 31 | 0.0289
clock buffers | 5 | 0.0171
repair buffers | 6 | 0.0112
clock inverters | 3 | 0.00591
metal layers:
layer / wire [um] / global-route usage / share of wire
met1: 3820 / 0.325 / 0.50
met2: 3520 / 0.360 / 0.46
met3: 196 / 0.0237 / 0.025
met4: 177 / 0.0484 / 0.023
met5: 0 / 0 / 0
layout by cell type, fill, tap and decap left out, types with 2 or more instances in the layout:
cell,instances
o21ai_0,24
o211ai_1,2
ha_1,48
nand2b_1,3
xor2_1,11
inv_1,31
nand4_1,9
or4_1,2
a21oi_1,35
nand2_1,46
a21boi_0,3
o21ai_1,15
o21a_1,5
buf_4,4
conb_1,13
and3_1,3
o21ai_2,6
a31oi_1,6
dfrtp_1,51
nand3_1,17
nor4b_1,2
xnor2_1,17
o41ai_1,2
nor3_1,3
a21o_1,15
o31ai_1,3
a211oi_1,2
clkbuf_8,5
nor2_1,30
nor2b_1,4
nor4_1,8
final timing paths:
check | end | cells past startpoint | slack (ns)
max | led | 10 | 4.39
min | cnt1[0]$_DFF_PN0_ | 1 | 0.53
max reg2reg | cnt2[20]$_DFFE_PN0P_ | 10 | 6.36
min reg2reg | cnt1[0]$_DFF_PN0_ | 1 | 0.53
max in group asynchronous | cnt2[14]$_DFFE_PN0P_ | 2 | 7.12
min in group asynchronous | cnt1[0]$_DFF_PN0_ | 2 | 1.63
power by group through the flow:
| stage | sequential [mW] | clock (mW) | combinational, mW |
|---|---|---|---|
| after CTS | 0.229 | 0.144 | 0.0135 |
| after global routing | 0.229 | 0.150 | 0.0157 |
| final | 0.229 | 0.138 | 0.0129 |
Power and IR drop assume default switching activity.
