--- design/flow/design.v ---
module top
(
    input                clk,
    input                key,
	 input                reset,
	 input                sw,
	 output [8:0]         Count1,
    output [8:0]         Count2
);  
     reg [3:0] count;
     reg [31:0] timer;
	  reg [8:0] num [9:0];
     reg [3:0] count1=4'b0000;
     reg [3:0] count2=4'b0000;
initial                                                                                                                           
  begin
    num[0] = 9'h3f;                                    
	 num[1] = 9'h06;                                         
	 num[2] = 9'h5b;                                       
	 num[3] = 9'h4f;                                           
	 num[4] = 9'h66;                                        
	 num[5] = 9'h6d;                                         
	 num[6] = 9'h7d;                                           
	 num[7] = 9'h07;                                           
	 num[8] = 9'h7f;                                          
	 num[9] = 9'h6f;                                           
  end 	  
	  reg [23:0] cnt;
	  always@(posedge clk)
	  begin
	  if(cnt==24'd12000000||sw)
			cnt<=0;
		else
			cnt<=cnt+1;
	  end
  always@(posedge clk)
  begin    
	 if(sw)
	 begin
		if(reset ==1'b0)
			begin
				count1<=4'b0000;
				count2<=4'b0000;
			end
		else
	    if(key == 1'b0)
            timer <= timer + 24'd1;
       else
            timer <= 31'd0;    
       if(timer == 31'd500_000)
          begin 
			  if(count1==4'b0011&&count2==4'b0000)
	            begin
		            count1<=4'b0000;
		            count2<=4'b0000;
	            end
	        else
			   begin
			    if(count2==4'b1001)
		          begin
			         count1<=count1+4'b0001;
			         count2<=4'b0000;
		          end
		       else 
		          begin
			         count2<=count2+4'b0001;
			       end
				end
			  end
			end
	 else
	 begin
	 if(cnt==24'd12000000)
		if(count2==0&&count1==0)
		begin
			count1<=0;
			count2<=0;
		end
		else
		begin
		  if(count2==0)
		  begin
			count1<=count1-1;
			count2<=4'b1001;
		  end
		  else
		  begin
		   count2<=count2-1;
		  end
      end
	end
  end
     assign Count1=num[count1];
     assign Count2=num[count2];
endmodule
--- design/flow/run.sh ---
#!/bin/bash
# OpenROAD 26Q1-2900-gdf79404cd8, Yosys 0.63+post, stock flow scripts
make -C /OpenROAD-flow-scripts/flow DESIGN_CONFIG=/design/flow/config.mk WORK_HOME=/design/flow/orfs finish
--- design/flow/config.mk ---
export PLATFORM = sky130hd
export DESIGN_NAME = top
export DESIGN_NICKNAME = top
export VERILOG_FILES = /design/flow/design.v
export SDC_FILE = /design/flow/constraint.sdc
export NUM_CORES = 4
export LEC_CHECK = 1
export CORE_UTILIZATION = 40
--- design/flow/constraint.sdc ---
current_design top

set clk_period 6.5
set clk_io_pct 0.2

create_clock -name clk0 -period $clk_period [get_ports {clk}]

set non_clock_inputs [all_inputs -no_clocks]
set_input_delay [expr $clk_period * $clk_io_pct] -clock clk0 $non_clock_inputs
set_output_delay [expr $clk_period * $clk_io_pct] -clock clk0 [all_outputs]
==> run notes <==
From the run reports.

- The run finished with clean final reports.
- The cell sequence reported for the critical path is inv_1 > ha_1 > nor3b_1 > nand2b_1 > clkdlybuf4s50_1.
- The DRC violation count after routing is 0.
- The number of clock sinks came to 64.
- Summed over all nets, wire length on met3 after detailed routing comes to 323 um.
- The standard cell core area reads 0.00991 mm^2.
- The met2 wire length reads 3620 um.
- Per the post-run analysis, buffers plus inverters along the critical path come to 2.
- The floorplan die width is about 100 um.
- For this run, the leading register cell type out of synthesis is sky130_fd_sc_hd__edfxtp_1.
- The count of max-cap constraint violations is 0.
- The data arrival time at the worst-slack endpoint is 2280 ps.
- Compared with the post-synthesis result, the final layout area differs by 9.12%.
- The tightest hold path in the finished design has a slack of 471 ps.
- The warning tally printed by Yosys for this design is 1.
- The insertion delay to the later sink of the worst-skew pair reads 340 ps.
- The OpenROAD warning count is 39.
- The maximum resistive drop on vdd is approximately 0.074 mV.
- Yosys reported a register bit count of roughly 64.
- The placed wire-length estimate after detailed placement is 5590 um.
- The floorplan row count is 36.
- The worst hold path startpoint reads cnt[0].
- The total cells reported by yosys after synthesis reads 448.
- The instance count of the mapped netlist reads 448.
- The boundary pin count is 22.
- The start point of the critical path reads count1[0].
- The share of final-layout standard cells stronger than drive strength 1 reads 6.28%.
- The number of failing setup endpoints in the final timing report reads 0.
- The number of port buffers reads 17.
- The script logs the mean routed wire length per placed instance as 14.0 um.
- The peak clock frequency supported by timing is 279 MHz.
- The fraction of power spent switching nets is about 26%.
- The total setup buffers inserted after CTS is 0.
- The share of power burned in combinational logic reads 11.6%.
- The worst setup path is captured at an output port.
- The number of buffers between clock root and the deepest sink is 2.
- The clock network power share reads 33.0%.
- The total inserted antenna cells is 0.
- The data required time of the critical path is roughly 5200 ps.
- The number of antenna violations at the first check in global routing is 0.
- The number of standard cells in the final layout excluding fillers reads 595.
- Per the synth stats, the proportion of register bits with asynchronous set or reset is 0%.
- The mean post-synth cell area reads 9.28 um^2.
- For this block, wires on met1 add up to ~4300 um.
- Looking at the clock tree report, the root buffer type is sky130_fd_sc_hd__clkbuf_8.
- The initial core utilization reads 41.9%.
- Hold-check failures listed in the final report amount to 0.
- The number of levels in the clock H-tree reads 3.
- STA classifies the critical path startpoint as a flip-flop.
- The post-synthesis instance area reads 0.00416 mm^2.
- The number of global-route vias before repair is about 3,000.
- In this run the power density over the cells is about 190 mW/mm^2.
- The post-detailed-route count of antenna-violating nets is 0.
- The internal power component reads approximately 640 uW.
- Max fanout on the critical path was recorded as 8.
- The final weighted congestion in routability-driven placement is 0.889.
- According to the floorplan report, the total die area is approximately 0.011 mm^2.
- The pin closest to its max-slew limit shows a slew of 717 ps.
- The script extracted a net switching power of 223 uW.
- The share of the clock period used by the worst path reads 55.1%.
- The number of enable flip-flop cells is 40.
- The global-route wire length before repair reads 14,200 um.
- The number of DRC violations after detailed-routing iteration 0 reads 109.
- The number of clock buffers inserted by TritonCTS reads 9.
- The number of detailed-routing iterations run before antenna repair reads 4.
- Global routing consumed, over all layers together, 16.1% of the routing resources.
- The cell class contributing the biggest share of worst-path delay is buffers and inverters.
- The detailed placer reported the number of placed instances as 579.
- Measured along the y axis, the die boundary spans 104 um.
- Routed signal wires occupy layers up through met4.
- The TritonCTS clock tree reads yes.
- The share of total power in sequential cells reads approximately 55%.
- The via count of the routed design is 3,278.
- Per STA, the highest per-stage delay on the worst path measures 510 ps.
- The total overflow left after global routing is 0.
- The final layout reports a setup TNS of 0 ps.
- The part of the Yosys area used for sequential elements reads 40.5%.
- After layout, the setup clock skew is reported as roughly 15 ps.
- The worst register-to-register path begins at count2[0].
- The maximum number of pins on one net before global-route repair is 36.
- The count of instances resized after the clock tree is built is 0.
- Setup repair after global routing left no endpoint under its margin.
- The leakage component of the power is 0.00151 uW.
- After clock tree synthesis, the flow added hold-fix buffers numbering 0.
- The chip area line of the yosys report is 0.00416 mm^2.
- The clock-pin slew of the registers on the worst-case setup and hold paths is about 60 ps.
- The total count of max-transition violations in the final report reads 0.
- The number of vias per cell after detailed routing is 5.51.
- Across all checked pins, the minimum headroom to the slew limit is 51.8%.
- The routed wire length is between 8000 and 9000 um.
- The final period demand of the worst path is around 3600 ps.
- The worst min-delay path category reads reg -> reg.
- The cell with the biggest individual delay on the critical path reads sky130_fd_sc_hd__edfxtp_1.
- The number of unique standard cell types used by synthesis reads 63.
- The class of the most critical setup path reads reg -> out.
## area by class of cell
class | count | area (um^2)
Clock inverter | 4 | 21.3
Multi-Input combinational cell | 339 | 2250
Tap cell | 133 | 166
Fill cell | 962 | 5370
Inverter | 23 | 86.3
Sequential cell | 64 | 1680
Clock buffer | 12 | 135
Timing Repair Buffer | 20 | 193
## cell usage after synthesis, types with 4 or more instances
cell                       count  share of area [%]
sky130_fd_sc_hd__edfxtp_1     40                 29
sky130_fd_sc_hd__nor2_1       37                3.3
sky130_fd_sc_hd__a21oi_1      30                3.6
sky130_fd_sc_hd__nand2_1      26                2.3
sky130_fd_sc_hd__dfxtp_1      24                 12
sky130_fd_sc_hd__inv_1        23                2.1
sky130_fd_sc_hd__nand3_1      21                2.5
sky130_fd_sc_hd__o21ai_0      19                2.3
sky130_fd_sc_hd__xor2_1       19                4.0
sky130_fd_sc_hd__ha_1         18                5.4
sky130_fd_sc_hd__nand4_1      18                2.7
sky130_fd_sc_hd__o31ai_1      17                3.1
sky130_fd_sc_hd__or4_1        16                2.9
sky130_fd_sc_hd__or3_1        11                1.7
sky130_fd_sc_hd__and4_1        9                1.9
sky130_fd_sc_hd__clkbuf_1      9               0.81
sky130_fd_sc_hd__nor4_1        8                1.2
sky130_fd_sc_hd__nor4b_1       8                1.7
sky130_fd_sc_hd__xnor2_1       7                1.5
sky130_fd_sc_hd__buf_2         6               0.72
sky130_fd_sc_hd__nor3_1        6               0.72
sky130_fd_sc_hd__a211oi_1      5               0.90
sky130_fd_sc_hd__and3_1        5               0.75
sky130_fd_sc_hd__buf_4         4               0.72
sky130_fd_sc_hd__buf_6         4                1.1
sky130_fd_sc_hd__nor2b_1       4               0.60
## per-layer routing
layer	global-route usage, %	vias up
met5	0	-
met4	2.45	0
met3	2.55	7
met2	23.2	55
met1	27.0	1512
li1	-	1704
## cells by family (layout without fill, tap and decap cells)
group | after synthesis | in the layout | share of synthesized area, %
compound gates | 97 | 97 | 14.9
xor+xnor | 26 | 26 | 5.48
fa+ha+maj | 18 | 18 | 5.42
buf+inv | 48 | 59 | 5.63
flops | 64 | 64 | 40.5
mux | 4 | 4 | 1.05
other cells | 1 | 4 | 0.0902
simple gates | 190 | 190 | 26.9
## state kept, by name, indices dropped and copies added (netlist names)
| register | cells |
|---|---|
| cnt | 24 |
| count1 | 4 |
| timer | 32 |
| count2 | 4 |
## placed cells by master, fill, tap and decap left out, types with 3 or more instances in the layout
| cell type | instances |
|---|---|
| sky130_fd_sc_hd__edfxtp_1 | 40 |
| sky130_fd_sc_hd__nor2_1 | 37 |
| sky130_fd_sc_hd__a21oi_1 | 30 |
| sky130_fd_sc_hd__nand2_1 | 26 |
| sky130_fd_sc_hd__dfxtp_1 | 24 |
| sky130_fd_sc_hd__inv_1 | 23 |
| sky130_fd_sc_hd__nand3_1 | 21 |
| sky130_fd_sc_hd__xor2_1 | 19 |
| sky130_fd_sc_hd__o21ai_0 | 19 |
| sky130_fd_sc_hd__nand4_1 | 18 |
| sky130_fd_sc_hd__ha_1 | 18 |
| sky130_fd_sc_hd__o31ai_1 | 17 |
| sky130_fd_sc_hd__clkdlybuf4s50_1 | 17 |
| sky130_fd_sc_hd__or4_1 | 16 |
| sky130_fd_sc_hd__or3_1 | 11 |
| sky130_fd_sc_hd__and4_1 | 9 |
| sky130_fd_sc_hd__clkbuf_8 | 9 |
| sky130_fd_sc_hd__nor4_1 | 8 |
| sky130_fd_sc_hd__nor4b_1 | 8 |
| sky130_fd_sc_hd__xnor2_1 | 7 |
| sky130_fd_sc_hd__nor3_1 | 6 |
| sky130_fd_sc_hd__and3_1 | 5 |
| sky130_fd_sc_hd__a211oi_1 | 5 |
| sky130_fd_sc_hd__nor2b_1 | 4 |
| sky130_fd_sc_hd__conb_1 | 4 |
| sky130_fd_sc_hd__a2111oi_0 | 3 |
| sky130_fd_sc_hd__a21o_1 | 3 |
| sky130_fd_sc_hd__nand2b_1 | 3 |
| sky130_fd_sc_hd__a31o_2 | 3 |
| sky130_fd_sc_hd__and2_1 | 3 |
| sky130_fd_sc_hd__clkbuf_1 | 3 |
| sky130_fd_sc_hd__clkinv_2 | 3 |
| sky130_fd_sc_hd__buf_4 | 3 |
## final timing paths
path	end	slack, ps	cells past startpoint
worst max register to register	count1[1]	3740	5
worst min register to register	cnt[0]	470	1
worst min-delay path	cnt[0]	470	1
worst max-delay path	Count1[4]	2920	5
## per-stage QoR
stage / worst slack [ps] / power, uW / instance area, um^2 / utilization [%]
2_1_floorplan: 3410 / 546 / 4170 / -
3_3_place_gp: 3110 / 583 / 4380 / 44.2
3_5_place_dp: 3030 / 585 / 4380 / 44.2
4_1_cts: 2880 / 869 / 4540 / 45.8
5_1_grt: 2690 / 906 / 4540 / 45.8
6_report: 2920 / 858 / 4540 / 45.8
## power by group through the flow
stage / registers (uW) / logic (uW) / clock network (uW)
CTS: 475 / 101 / 293
global route: 479 / 113 / 314
finish: 476 / 99.2 / 283
Power figures rest on the tool's default switching activity, not on a simulated workload.
