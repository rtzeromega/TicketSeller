==> flow/design.v <==
module DTOUCH
(
    input                clk,
    input                key,
	 input                reset,
	 input                sw,
    output [3:0]         led,
	 output [8:0]         Count1,
    output [8:0]         Count2
);  
     reg [3:0] count;
     reg [31:0] timer;
	  reg [8:0] num [9:0];
     reg [3:0] count1=4'b0000;
     reg [3:0] count2=4'b0000;
initial                                                                                                                           
  begin
    num[0] = 9'h3f;                                    
	 num[1] = 9'h06;                                         
	 num[2] = 9'h5b;                                       
	 num[3] = 9'h4f;                                           
	 num[4] = 9'h66;                                        
	 num[5] = 9'h6d;                                         
	 num[6] = 9'h7d;                                           
	 num[7] = 9'h07;                                           
	 num[8] = 9'h7f;                                          
	 num[9] = 9'h6f;                                           
  end 	  
	  reg [23:0] cnt;
	  always@(posedge clk)
	  begin
	  if(cnt==24'd12000000||sw)
			cnt<=0;
		else
			cnt<=cnt+1;
	  end
  always@(posedge clk)
  begin    
	 if(sw)
	 begin
		if(reset ==1'b0)
			begin
				count1<=4'b0000;
				count2<=4'b0000;
			end
		else
	    if(key == 1'b0)
            timer <= timer + 24'd1;
       else
            timer <= 31'd0;    
       if(timer == 31'd500_000)
          begin 
			  if(count1==4'b0011&&count2==4'b0000)
	            begin
		            count1<=4'b0000;
		            count2<=4'b0000;
	            end
	        else
			   begin
			    if(count2==4'b1001)
		          begin
			         count1<=count1+4'b0001;
			         count2<=4'b0000;
		          end
		       else 
		          begin
			         count2<=count2+4'b0001;
			       end
				end
			  end
			end
	 else
	 begin
	 if(cnt==24'd12000000)
		if(count2==0&&count1==0)
		begin
			count1<=0;
			count2<=0;
		end
		else
		begin
		  if(count2==0)
		  begin
			count1<=count1-1;
			count2<=4'b1001;
		  end
		  else
		  begin
		   count2<=count2-1;
		  end
      end
	end
  end
     assign Count1=num[count1];
     assign Count2=num[count2];
endmodule
==> flow/run.sh <==
#!/bin/bash
# OpenROAD 26Q1-2900-gdf79404cd8, Yosys 0.63+post, stock flow scripts
make -C /OpenROAD-flow-scripts/flow DESIGN_CONFIG=/design/flow/config.mk WORK_HOME=/design/flow/orfs finish
==> flow/config.mk <==
export PLATFORM = sky130hd
export DESIGN_NAME = DTOUCH
export DESIGN_NICKNAME = DTOUCH
export VERILOG_FILES = /design/flow/design.v
export SDC_FILE = /design/flow/constraint.sdc
export NUM_CORES = 4
export LEC_CHECK = 1
export CORE_UTILIZATION = 30
==> flow/constraint.sdc <==
current_design DTOUCH

set clk_period 3.9
set clk_io_pct 0.2

create_clock -name clk0 -period $clk_period [get_ports {clk}]

set non_clock_inputs [all_inputs -no_clocks]
set_input_delay [expr $clk_period * $clk_io_pct] -clock clk0 $non_clock_inputs
set_output_delay [expr $clk_period * $clk_io_pct] -clock clk0 [all_outputs]
==> impl_metrics.ini <==
; synthesis and place-and-route metrics
[detailed_routing]
vias_per_cell = 5.24
drc = 0
drtIter0Drc = 301
routed_wirelength_mm = 8.43
vias = 3372
drt-wirelength-per-cell_um = 13.1
first_pass_iters = 4
n_antenna_cell = 0
ant_nets = 0

[placement]
io_buffers = 17
gp_congestion = 0.874
place_hpwl_mm = 5.85
placement.cell_area_um2 = 4460

[synthesis]
synthArstFlopShare_pct = 0
edf_count = 40
ys_chip_area_um2 = 4190
syn_inst = 452
synth_seq_share_pct = 40.2
ys_types = 63
synth_top_area_share_pct = 28.7
synthTopCellsByArea = edfxtp_1, dfxtp_1, ha_1
syn_area_um2 = 4190
avgSynthCellArea_um2 = 9.26
synthFlopType = edfxtp_1
ys.flops = 64
yosysWarnings = 5
top_area_cell = edfxtp_1
ys_cells = 452

[worst_setup_path]
cp-start-kind = flop
required_ns = 3.12
endpoint_kind = primary output
critPathArrivalTime_ns = 2.26
critPathKind = flop to primary output
cp_max_fo = 8

[global_route]
antenna_found_initial = 0
grt_overflow = 0
grt_max_degree = 35
grt_first_pass_wirelength_mm = 14.7
first_global_vias = 3105
grt_usage_pct = 12.6

[flow_run]
tool_warnings = 39
maxCapViolCount = 0

[pwr]
p_sw_w = 0.000398
power_frac_clock_pct = 45.1
switching_share_pct = 22.7
power.share.combinational_pct = 9.6
power_w = 0.00175
power_frac_seq_pct = 45.4
vdd_drop_max_mv = 0.185
intPower_w = 0.00135
p_per_area_nw_per_um2 = 368
power_leakage_nw = 1.60

[floorplan]
initial_utilization_pct = 31.2
core_area_um2 = 13400
dieWidth_um = 120
chip_area_um2 = 14400
die_h_um = 120
boundaryPins = 26
core.rowCount = 42

[cts]
clock_latency_ns = 0.32
holdBufCountCts = 0
numCtsBuffers = 9
htreeDepth = 3
post_cts_buffers = 0
cts_tree = built
clock-sinks = 64
post_cts_resized = 0
clockBufferDepth = 2
path_clk_slew_ns = 0.05
clockRootBuffer = clkbuf_16

[cells_and_area]
stdcell_area_um2 = 4760
drive_gt1_share_pct = 6.85
final_core_util_pct = 35.5
syn_to_final_growth_pct = 13.7

[timing]
skew_ns = 0.00549
setup-tns-final_ns = 0
fmax_ghz = 0.329
setup_violations = 0
min_period_over_period_pct = 77.8
tightest_slew_ns = 0.652
whs_ns = 0.484
finalHoldViolations = 0
drv_slew = 0
max_slew_margin_pct = 56.2
rsz0062_at_grt = no
finalCriticalPeriod_ns = 3.04

[outcome]
status = finished clean

[worst_hold_path]
hold_class = flop to flop
-- through the flow --
step / setup slack, ns / cells
after global placement: 1.03 / 627
after CTS: 0.844 / 643
after global routing: 0.715 / 643
after detailed placement: 0.964 / 627
final: 0.864 / 643
after floorplan: 1.33 / 459
-- cells by family (layout without fill, tap and decap cells) --
kind of cell	count (synthesis)	count (layout)	synth area share [%]
AOI/OAI and AO/OA	97	97	14.8
xor gates and xnor gates	26	26	5.44
adders and majority gates	18	18	5.38
buffers and inverters	52	60	6.31
DFF	64	64	40.2
muxes	4	4	1.05
other	1	8	0.0896
and+or+nand+nor	190	190	26.7
-- cell usage after synthesis, types with 11 or more instances --
master,instances
a21oi_1,30
dfxtp_1,24
edfxtp_1,40
ha_1,18
inv_1,23
nand2_1,26
nand3_1,21
nand4_1,18
nor2_1,37
o21ai_0,19
o31ai_1,17
or3_1,11
or4_1,16
xor2_1,19
-- worst max-delay path: stages (launching register included) --
cell	delay, ns
edfxtp_1	0.50
inv_1	0.19
ha_1	0.19
nor3b_1	0.44
nand2b_1	0.17
clkdlybuf4s50_1	0.45
-- power groups by stage --
| stage | sequential, W | clock [W] | combinational [W] |
|---|---|---|---|
| final | 0.000794 | 0.000788 | 0.000168 |
| after CTS | 0.000793 | 0.000810 | 0.000170 |
| after global routing | 0.000799 | 0.000839 | 0.000192 |
-- layer usage --
layer	part of all wire [%]	track usage, %	vias up
li1	-	-	1709
met1	51	19.6	1591
met2	44	19.0	68
met3	3.9	2.33	4
met4	1.0	2.03	0
met5	0	0	-
-- path summary, 6_finish.rpt --
kind / to / slack [ns] / cells after the start / start
setup reg to reg: count1[3]$_DFFE_PP_ / 1.28 / 5 / count2[0]$_DFFE_PP_
hold reg to reg: cnt[0]$_SDFF_PP0_ / 0.48 / 1 / cnt[0]$_SDFF_PP0_
setup / recovery: Count1[4] / 0.86 / 5 / count1[0]$_DFFE_PP_
hold / removal: cnt[0]$_SDFF_PP0_ / 0.48 / 1 / cnt[0]$_SDFF_PP0_
-- cells in the final DEF (no fill, tap or decap), types with 4 or more instances in the layout --
cell / instances
nand3_1: 21
conb_1: 8
nand4_1: 18
nor4_1: 8
clkbuf_16: 10
nor2_1: 37
a21oi_1: 30
a211oi_1: 5
edfxtp_1: 40
nand2_1: 26
nor4b_1: 8
nor3_1: 6
ha_1: 18
inv_1: 23
nor2b_1: 4
o21ai_0: 19
dfxtp_1: 24
and3_1: 5
or4_1: 16
o31ai_1: 17
and4_1: 9
xor2_1: 19
clkdlybuf4s50_1: 17
buf_4: 4
or3_1: 11
xnor2_1: 7
-- sequential cells by signal (all words and copies together) (netlist names) --
| signal | flops |
|---|---|
| timer | 32 |
| count1 | 4 |
| count2 | 4 |
| cnt | 24 |
-- layout make-up --
| class | count | area (um2) |
|---|---|---|
| Multi-Input combinational cell | 343 | 2270 |
| Sequential cell | 64 | 1680 |
| Fill cell | 1305 | 8640 |
| Timing Repair Buffer | 21 | 200 |
| Clock inverter | 2 | 10.0 |
| Clock buffer | 14 | 295 |
| Tap cell | 176 | 220 |
| Inverter | 23 | 86.3 |
Power is estimated from default activity; no workload was simulated.
